## flow/design.v

```verilog
module washing_machine (clk,reset,start,lid_closed,water_filled,detergent_added,wash_timeout,rinse_timeout,spin_timeout,
                        lid_locked,water_fill_valve_on,motor_on,drain_valve,done,state_dbg);
    input clk,reset;
    input start,lid_closed,water_filled,detergent_added,wash_timeout,rinse_timeout,spin_timeout;
    output reg lid_locked,water_fill_valve_on,motor_on,drain_valve,done;
    output reg [2:0] state_dbg;
    parameter check_door = 3'b000;
    parameter add_water = 3'b001;
    parameter add_detergent = 3'b010;
    parameter wash = 3'b011;
    parameter rinse = 3'b100;
    parameter spin = 3'b101;
    reg [2:0] pres_state,next_state;
    reg start_prev;
    wire start_edge;
    always @(posedge clk or posedge reset) begin
        if (reset)
            start_prev <= 0;
        else
            start_prev <= start;
    end
    assign start_edge = start & ~start_prev;   
    always @ (posedge clk or posedge reset) begin
        if (reset)
            begin
                pres_state <= check_door;
            end
        else
            begin
                pres_state <= next_state;
            end
    end
    always @ (*) begin
        lid_locked          = 1'b0;
        water_fill_valve_on = 1'b0;
        motor_on            = 1'b0;
        drain_valve         = 1'b0;
        done                = 1'b0;
        next_state = pres_state;
        state_dbg = pres_state;
        case (pres_state)
            check_door :
                begin
                  if (start_edge && lid_closed)
                    begin
                      next_state = add_water;
                      lid_locked = 1'b1;
                    end
                end
            add_water : 
                begin
                    lid_locked = 1'b1;
                  if (water_filled == 1)
                    begin
                        next_state = add_detergent;                       
                    end
                  else
                    begin
                      water_fill_valve_on = 1'b1;
                    end
                end
            add_detergent :
                begin
                    lid_locked = 1'b1;
                    if (detergent_added)
                        begin
                            next_state = wash;
                        end
                end
            wash :
                begin
                    lid_locked = 1'b1;
                    if (wash_timeout)
                        begin
                            next_state = rinse;      
                            drain_valve = 1'b1;
                        end
                    else
                        begin
                            motor_on = 1'b1;                              
                        end
                end
            rinse :
                begin
                    lid_locked = 1'b1;
                    if (rinse_timeout)
                        begin
                            next_state = spin;   
                            drain_valve = 1'b1;                          
                        end
                    else
                        begin
                            water_fill_valve_on = 1'b1;
                            motor_on = 1'b1;    
                            drain_valve = 1'b1;                           
                        end
                end
            spin :
                begin
                    if (spin_timeout)
                        begin
                            lid_locked = 1'b0; 
                            next_state = check_door;
                            drain_valve = 1'b0;
                            done = 1'b1;
                        end
                    else
                        begin
                            lid_locked = 1'b1; 
                            motor_on = 1'b1;    
                            drain_valve = 1'b1;                             
                        end
                end
            default:
				next_state = check_door;
        endcase
    end
endmodule
```

## flow/run.sh

```bash
#!/bin/bash
# OpenROAD 26Q1-2900-gdf79404cd8, Yosys 0.63+post, stock flow scripts
make -C /OpenROAD-flow-scripts/flow DESIGN_CONFIG=/design/flow/config.mk WORK_HOME=/design/flow/orfs finish
```

## flow/config.mk

```make
export PLATFORM = sky130hd
export DESIGN_NAME = washing_machine
export DESIGN_NICKNAME = washing_machine
export VERILOG_FILES = /design/flow/design.v
export SDC_FILE = /design/flow/constraint.sdc
export NUM_CORES = 4
export LEC_CHECK = 1
export CORE_AREA = 10 10 70 70
export DIE_AREA = 0 0 80 80
```

## flow/constraint.sdc

```tcl
current_design washing_machine

set clk_period 3.0
set clk_io_pct 0.2

create_clock -name clk0 -period $clk_period [get_ports {clk}]

set non_clock_inputs [all_inputs -no_clocks]
set_input_delay [expr $clk_period * $clk_io_pct] -clock clk0 $non_clock_inputs
set_output_delay [expr $clk_period * $clk_io_pct] -clock clk0 [all_outputs]
```

==> flow_summary.toml <==
# physical design summary
[floorplanning]
dieArea_sq_um = 6400
pin_count = 17
num_rows = 21
fp_util_pct = 9.12
die_w_um = 80
die_h_um = 80
design.core.area_sq_um = 3420

[setup_path]
cp_max_fo = 3
r2r-end = "pres_state[0]"
start_kind = "input pin"
worstSetupPathType = "in -> out"
reg2regPathDepth = 3
crit_arrival_ps = 1970
reg2reg_slack_ps = 1490
crit_path_end_kind = "primary output"
critPathCapture = "drain_valve"
reg2reg_from = "pres_state[0]"
worstPathRequired_ps = 2400
crit_start = "spin_timeout"

[placed_design]
port-buffer-count = 16
place_inst = 96
hpwl_um = 770
place_congestion = 0.716

[routing]
antenna_left = 0
wl_per_cell_um = 9.64
diodes = 0
via_per_inst = 3.30
drcViolationCount = 0
drtIter0Drc = 12
vias = 327
dr.pass1.iters = 4
drt-total-wl_um = 954

[power]
power.density_nw_per_um2 = 750
p_leak_nw = 0.194
ir_drop_uv = 121
p_total_uw = 391

[grt]
antenna_found_initial = 0
grt_pass1_vias = 328
grt_first_pass_wirelength_mm = 1.56
grt_max_degree = 15
grt_overflow = 0
grt_util_all_layers_pct = 2.99

[synth]
ys_cells = 37
synth_cells = 37
yosys_area_sq_um = 312
netlist_area_sq_um = 312
yosysWarnings = 1
yosysUniqueCellTypes = 20
yosys.stat.seqShare_pct = 32.1
ys_ff = 4
avgSynthCellArea_sq_um = 8.42

[final_timing]
maxSlewHeadroom_pct = 75.6
tns_ps = 0
drv_slew = 0
min_period_over_period_pct = 85.8
hold_viol_final = 0
whs_ps = 552
worst_pin_slew_ps = 366
setup_viol = 0
clock_skew_ps = 1.98
max_freq_mhz = 389
rsz0062_at_grt = "no"
final.min_clock_period_ps = 2570

[final_layout]
fin_util_pct = 15.3
layout_top_cell = "clkdlybuf4s50_1"
drive_gt1_share_pct = 13.2
fin_cells = 99
syn_to_final_growth_pct = 67.5
lay_top_cells = "clkdlybuf4s50_1 (16), a21oi_1 (5), nor2_1 (4), dfrtp_1 (4)"

[clock_tree]
clkTransAtPathRegs_ps = 30
insertion_delay_ps = 230
cts_max_level = 1
cts-root-buf = "clkbuf_4"
cts_buffers = 3
cts_tree = "yes"
ctsResizeCount = 0
postCtsHoldBufs = 0
cts_setup_buffers = 0
clockBufferDepth = 2
cts_sinks = 4

[hold_path]
hold_path.class = "in -> async"

[outcome]
outcome = "finished clean"

[run]
drv_cap = 0
warnings = 25
==> worst max-delay path, cell delays in order <==
cell and delay [ps]:
clkdlybuf4s50_1 460, a21oi_1 200, nand2_1 100, o21ai_0 110, clkdlybuf4s50_1 510
==> state kept, by name, indices dropped and copies added (netlist names) <==
register / count
pres_state: 3
start_prev: 1
==> metrics by stage <==
stage               cell area, sq um  setup WS, ps
floorplan                        312          1500
global placement                 499           435
detailed placement               499           433
CTS                              522           413
global route                     522           326
finish                           522           427
==> metal layers <==
metal / up-vias / global-route usage (%) / wire length (um)
met5: - / 0 / 0
met3: 0 / 2.84 / 184
met4: 0 / 0.704 / 0
met1: 144 / 3.92 / 444
met2: 19 / 3.29 / 324
li1: 164 / - / -
==> worst min-delay path by stage <==
stage,from,end,cells past startpoint
after CTS,reset,pres_state[1],2
final,reset,pres_state[1],2
after global routing,reset,pres_state[1],2
==> area by class of cell <==
cell class | instances | area, sq um
inverters | 2 | 7.51
repair buffers | 16 | 160
multi-input cells | 28 | 174
flip-flops and latches | 4 | 100
clock buffers | 3 | 22.5
fillers | 394 | 2890
well taps | 46 | 57.6
==> cells in the mapped netlist (all sizes together) <==
cell	instances	area, sq um
or2b	2	15.0
o21ai	2	10.0
or4	1	7.51
inv	2	7.51
a311oi	1	8.76
nand2b	1	6.26
a31o	1	8.76
dfrtp	4	100
nand2	3	11.3
or3b	1	8.76
nor3b	1	7.51
nor2	5	21.3
buf	3	30.0
a21oi	5	25.0
a21o	1	8.76
a2111oi	1	8.76
nand3b	3	26.3
==> where the power goes <==
group,leakage (nW),internal (mW),switching (mW)
logic,0.131,0.140,0.0596
clock network,0.0138,0.0445,0.0189
registers,0.0499,0.0735,0.0549
==> kinds of logic after synthesis <==
group	synth area share [%]
compound gates	22.5
flops	32.1
simple gates	33.3
buf+inv	12.0
Power and IR drop assume default switching activity.

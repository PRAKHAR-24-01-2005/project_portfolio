File: design/flow/config.mk
export PLATFORM = sky130hd
export DESIGN_NAME = Boothmultip
export DESIGN_NICKNAME = Boothmultip
export VERILOG_FILES = /design/flow/design.v
export SDC_FILE = /design/flow/constraint.sdc
export NUM_CORES = 4
export LEC_CHECK = 1
export CORE_UTILIZATION = 30
File: design/flow/constraint.sdc
current_design Boothmultip

set clk_period 23.5
set clk_io_pct 0.2

create_clock -name clk0 -period $clk_period [get_ports {clk}]

set non_clock_inputs [all_inputs -no_clocks]
set_input_delay [expr $clk_period * $clk_io_pct] -clock clk0 $non_clock_inputs
set_output_delay [expr $clk_period * $clk_io_pct] -clock clk0 [all_outputs]
File: design/flow/design.v
module Boothmultip (clk,reset,start,x,y,result,valid);
    input [31:0] x,y;         
    input clk,reset,start;
    output reg [63:0] result;
    output valid;
    reg [63:0] result_next,result_temp;
    reg [1:0] temp,next_temp;       
    reg [4:0] count,next_count;     
    reg next_state, pres_state;
    reg valid,next_valid;
    parameter IDLE = 1'b0;
    parameter START = 1'b1;
    always @ (posedge clk or posedge reset) begin
      if (reset)
        begin
          result = 64'b0;
          temp = 2'b0;
          count = 5'b0;
          pres_state = 0;
          valid = 0;
        end
    else
        begin
          result     <= result_next;
          valid      <= next_valid;
          pres_state <= next_state;
          temp       <= next_temp;
          count      <= next_count;
        end
    end
    always @ (*) begin
      case (pres_state)
        IDLE :
          begin
            next_count = 5'b0;
            next_valid = 1'b0;
            if (start)
              begin
                next_state = START;
                next_temp = {x[0],1'b0};
                result_next = {32'b0,x};
              end
            else
              begin
                next_state = pres_state;
                next_temp = 2'b0;
                result_next = 64'b0;
              end
          end
        START:
          begin
            case (temp)
              2'b01 : result_temp = {result[63:32]+y,result[31:0]};
              2'b10 : result_temp = {result[63:32]-y,result[31:0]};
              default : result_temp = result;
            endcase
            next_temp  = {x[count+1],x[count]};
            next_count = count + 5'b00001;
            result_next = {result_temp[63], result_temp[63:1]};
            next_valid = (count == 5'd31) ? 1'b1 : 1'b0; 
            next_state = (count == 5'd31) ? IDLE : pres_state;	
          end
      endcase
    end
endmodule
File: design/flow/run.sh
#!/bin/bash
# OpenROAD 26Q1-2900-gdf79404cd8, Yosys 0.63+post, stock flow scripts
make -C /OpenROAD-flow-scripts/flow DESIGN_CONFIG=/design/flow/config.mk WORK_HOME=/design/flow/orfs finish
==> flow_summary.yaml <==
# generated from flow reports
outcome:
  status: "complete, no violations"
worst_setup_path:
  cp-end-kind: "register"
  cp_max_fo: 6
  arrival_ns: 8.87
  worst-setup-path-type: "in2reg"
  reg2reg_to: "result[51]$_DFF_PP0_"
  crit_path_start_kind: "input port"
  cp.required_ns: 23.72
  ff2ff_path_depth: 12
  crit_top_cell: "nor3_1"
  crit_family: "simple AND/OR/NAND/NOR gates"
  path_cells: "clkdlybuf4s50_1, nor3_1, and4_1, and2_1, a21oi_1, xnor2_1, ha_1, a21o_1, or2_2, a2111oi_0, nor2_1, nor4b_1, nor3_1, nand3b_1"
  regToRegSetupSlack_ns: 20.11
  reg2reg_from: "temp[0]$_DFF_PP0_"
  critPathBufInv: 1
  cpPeakStageDelay_ns: 0.67
  crit_path_top_delay_cell: "nor3_1"
cts:
  cts_made_buffers: 9
  cts_max_level: 3
  cts_hold_buf: 0
  ctsResizeCount: 0
  cts.sinks: 72
  clkLatencyLatePin_ns: 0.35
  tritoncts: "yes"
  clockBufferDepth: 2
  clkTransAtPathRegs_ns: 0.06
  postCtsSetupRepairBufs: 0
  root_buffer: "clkbuf_16"
synthesis:
  most_common_cell: "dfrtp_1"
  enable_flop_cells: 0
  top_cells_by_count: "72 x dfrtp_1, 55 x nand2_1, 54 x a21oi_1, 38 x xnor2_1, 35 x ha_1"
  async_flop_share_pct: 100
  yosysTopAreaCell: "dfrtp_1"
  syn_avg_cell_area_um2: 8.96
  yosysUniqueCellTypes: 70
  netlist_area_um2: 5800
  yosys.stat.seqShare_pct: 31.0
  flop_cell: "dfrtp_1"
  numSynthFlops: 72
  top_cells_by_area: "dfrtp_1 31%, ha_1 7.5%, xnor2_1 5.7%, a22o_1 4.8%, a21oi_1 4.7%"
  yosysTopAreaCellShare_pct: 31.0
  yosys-stat-cells: 648
  yosys.stat.chipArea_um2: 5800
  netlist_instances: 648
  yosysWarnings: 1
power:
  leakagePower_nw: 3.23
  powerDensity_nw_per_um2: 169
  ir_drop_uv: 70.4
hold_path:
  holdCritPathClass: "reg2reg"
  hold-path-cell-count: 1
  hp-start: "result[5]$_DFF_PP0_"
  min_to: "result[4]$_DFF_PP0_"
job:
  tool_warnings: 25
  maxCapViolCount: 0
timing:
  setup_viol: 0
  slew_headroom_pct: 47.8
  fmax_mhz: 116
  setup_tns_ns: 0
  finClkSkew_ns: 0.0119
  period_minus_slack_ns: 8.64
  finalCritPeriodShare_pct: 36.8
  grt_setup_unrepaired: "no"
  drv_slew: 0
  worst_pin_slew_ns: 0.775
  setup_ws_ns: 14.86
  hold_viol_final: 0
die:
  die_x_um: 141
  chip_area_um2: 19900
  fp_util_pct: 30.8
  core_area_um2: 18800
  ioPinCount: 132
  rows: 50
  die.size.y_um: 141
route:
  avgViaCountPerCell: 5.29
  dr.pass1.iters: 5
  drc: 0
  final_antenna_net_count: 0
  totalWireLength_um: 17700
  insertedDiodeCount: 0
  via_count: 5471
  drtIter0Drc: 273
  routedWlPerCell_um: 17.1
grt:
  grt_usage_pct: 18.4
  grt_pass1_vias: 5242
  grt_max_degree: 65
  grt_pass1_wl_um: 28100
  antenna_found_initial: 0
  overflow: 0
cells_and_area:
  drive_above_1_share_pct: 6.85
  combGateArea_um2: 3780
  area_growth_pct: 33.0
  stdcell_count: 1034
  register_area_um2: 1800
  fill_cells: 1882
placed_design:
  place.gp.congestion: 0.929
  placed_cells: 1018
  pre_cts_slack_ns: 14.49
  dpl.hpwl_um: 13000
  port_buffers: 131
per-stage QoR:
step	utilization (%)	power [mW]	area, µm²	hold WS (ns)
finish	41.0	1.31	7720	0.502
global route	41.0	1.42	7720	0.524
CTS	41.0	1.31	7720	0.507
detailed placement	39.2	1.14	7390	0.487
global placement	39.2	1.15	7390	0.485
floorplan	-	0.868	5800	0.430
layer usage:
metal / share of wire (%) / GRT usage (%) / up-vias
met5: 0 / 0 / -
met4: 0.97 / 1.77 / 0
met3: 8.5 / 5.61 / 16
met2: 45 / 28.2 / 190
met1: 46 / 26.8 / 2604
li1: - / - / 2661
layout by cell type, fill, tap and decap left out, types with 6 or more instances in the layout:
master,Yosys,layout
a211o_1,7,7
a211oi_1,6,6
a21o_1,10,10
a21oi_1,54,54
a22o_1,32,32
and2_1,22,22
and3_1,9,9
buf_4,1,8
clkbuf_16,0,9
clkdlybuf4s50_1,0,131
dfrtp_1,72,71
ha_1,35,35
inv_1,28,27
mux2i_1,16,16
mux4_2,8,8
nand2_1,55,55
nand2b_1,11,11
nand3_1,11,11
nor2_1,32,32
nor2b_1,8,7
nor3_1,12,12
nor4_1,6,6
o211ai_1,11,11
o21a_1,7,7
o21ai_0,30,30
o21bai_1,6,6
o221ai_1,7,7
o31ai_1,7,7
xnor2_1,38,38
worst max path at each step:
stage         from                    to  slack [ns]  depth (start not counted)
CTS           y[2]  result[61]$_DFF_PP0_       14.85                         14
global route  y[6]  result[60]$_DFF_PP0_       14.60                         15
finish        y[2]  result[61]$_DFF_PP0_       14.86                         14
flip-flops by register name, indices dropped and copies added, names as in the netlist:
| register | cells |
|---|---|
| result | 63 |
| count | 5 |
| temp | 2 |
| pres_state | 1 |
| valid | 1 |
power by group:
part	switching, mW	leakage (nW)	total (mW)	internal [mW]
combinational	0.466	2.17	0.913	0.446
sequential	0.0505	0.903	0.237	0.186
clock	0.0614	0.157	0.156	0.0942
total	0.578	3.23	1.31	0.727
area by class of cell:
| cell class | instances | share of cell area (%) |
|---|---|---|
| inverter | 28 | 1.38 |
| timing repair buffer | 139 | 17.8 |
| sequential | 72 | 23.4 |
| tap | 260 | 4.22 |
| clock inverter | 7 | 1.33 |
| clock buffer | 9 | 2.92 |
| multi-input combinational | 519 | 49.0 |
kinds of logic after synthesis:
logic type | count (synthesis) | share of synthesized area, %
AOI/OAI and AO/OA | 217 | 26.6
DFF | 72 | 31.0
and+or+nand+nor | 197 | 17.8
buffers and inverters | 57 | 3.82
xor gates and xnor gates | 44 | 6.77
muxes | 25 | 6.06
adders and majority gates | 36 | 7.89
Power figures rest on the tool's default switching activity, not on a simulated workload.
